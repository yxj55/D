==> flow/design.v <==
module random_delay_generator (
    input wire [LFSR_WIDTH-1:0] dynamic_seed,   
    input wire clock,           
    input wire reset,       
    input wire request,        
    output reg ready     
);
    parameter LFSR_WIDTH = 8;            
    parameter MAX_DELAY = 20;           
    reg [LFSR_WIDTH-1:0] lfsr;          
    reg [LFSR_WIDTH-1:0] delay_counter;  
    reg [LFSR_WIDTH-1:0] target_delay;   
    reg delay_active;                    
    wire lfsr_feedback = lfsr[7] ^ lfsr[5] ^ lfsr[4] ^ lfsr[3];
    always @(posedge clock ) begin
        if (reset) begin
            lfsr <= dynamic_seed;
            delay_counter <= 0;
            target_delay <= 0;
            delay_active <= 0;
            ready <= 0;
        end else begin
            if (request && !delay_active) begin
                delay_active <= 1;
                ready <= 0;
                target_delay <= lfsr % (MAX_DELAY + 1);
                lfsr <= {lfsr[LFSR_WIDTH-2:0], lfsr_feedback};
            end
            if (delay_active) begin
                if (delay_counter < target_delay) begin
                    delay_counter <= delay_counter + 1;
                end else begin
                    delay_counter <= 0;
                    delay_active <= 0;
                    ready <= 1;
                end
            end else begin
                ready <= 0;
            end
        end
    end
endmodule
==> flow/run.sh <==
#!/bin/bash
# OpenROAD 26Q1-2900-gdf79404cd8, Yosys 0.63+post, stock flow scripts
make -C /OpenROAD-flow-scripts/flow DESIGN_CONFIG=/design/flow/config.mk WORK_HOME=/design/flow/orfs finish
==> flow/config.mk <==
export PLATFORM = sky130hd
export DESIGN_NAME = random_delay_generator
export DESIGN_NICKNAME = random_delay_generator
export VERILOG_FILES = /design/flow/design.v
export SDC_FILE = /design/flow/constraint.sdc
export NUM_CORES = 4
export LEC_CHECK = 1
export CORE_UTILIZATION = 30
==> flow/constraint.sdc <==
current_design random_delay_generator

set clk_period 5.4
set clk_io_pct 0.2

create_clock -name clk0 -period $clk_period [get_ports {clock}]

set non_clock_inputs [all_inputs -no_clocks]
set_input_delay [expr $clk_period * $clk_io_pct] -clock clk0 $non_clock_inputs
set_output_delay [expr $clk_period * $clk_io_pct] -clock clk0 [all_outputs]
==> results.txt <==
impl run done, here's what came out: Pre-Repair DR Iteration Count=4, Log Warnings=27, area grow syn2layout=8.79%, grt ovf=0, critical path fanouts, max=21, worst endpoint required time=between 5 and 6 ns, die area=about 9200 um^2, GRT Util Overall=0.138, Port Buf Inserts=11, Max H-tree Level=1, final hold vios=0, Yosys Chip Area=approximately 2600 um^2, DR iter-0 viols=approximately 100, Commonest flop=dfxtp_1, minimum clock period=approximately 4.7 ns, clock tree buffer depth=2, Registers, synthesis=26, period utilization=0.866, DRT Wirelength=a little over 6 mm, crit path DAT=approximately 4.9 ns, worst hold path class=reg2reg, antenna viol nets, final=0, Sink Count=26, skew final=0.00250 ns, Top cell excl fill/tap=nand2_1, number of buffers created by CTS=3, Resized Gates After CTS=0, routed length per instance=14.6 um, Rows=33, first-pass GRT wire length=10.0 mm, Distinct lib cells used=83, floorplan utilization=0.316, max_cap viols=0, share of cells above drive strength 1=0.133, ant diodes=0, I/O pin total=12, CTS Root Cell=clkbuf_8, pre-CTS WS=~0.76 ns, TNS Setup=0 ns, post-synthesis instance total=between 300 and 400, unrepaired setup endpoints after global routing=no, RD Place Congestion=roughly 0.86, crit end category=flip-flop, core area=between 8000 and 9000 um^2, clk latency late pin=between 0.2 and 0.3 ns, vias in the first global route=2070, CTS tree=done, drt via density=roughly 5.5, WS Path Type=reg2reg, syn_area_per_cell=about 8.6 um^2, detailed placer's ending HPWL=between 4 and 5 mm, Yosys warnings=1, vias after detailed routing=around 2.3k, initial antenna violation count=0, Power Dens Cells=a little under 500 nW/um^2, Worst-path clk slew=approximately 0.10 ns, Pleak=~1.1 nW, Peak VDD IR=around 0.17 mV, Die Wd=about 96 um, Syn Std Cell Area=between 2000 and 3000 um^2, Worst-Margin Slew=around 0.73 ns, EDFF count, synth=8, Async SR Flop Fraction=0, Worst slew margin=0.516, status=finished, final reports clean, Worst Slack Setup Final=approximately 0.73 ns, most common logic cells in the final layout=nand2_1, nor2_1, inv_1, o21ai_0, dfxtp_1, setup bufs post-CTS=0, DRC errors left=0, pin count of the biggest net entering global routing=23, Hold Buf Count CTS=0, ys cells=between 300 and 400, f_max=about 210 MHz, final setup violation count=0, max-slew violations=0, Startpoint Class=flip-flop, register share after synthesis=0.228, die y size=95.7 um, final hold slack=0.488 ns
[metal layers]
metal | vias to the layer above | global-route usage | wire length, um
li1 | 1155 | - | -
met1 | 1063 | 0.218 | 3230
met2 | 40 | 0.207 | 2540
met3 | 4 | 0.0178 | 246
met4 | 0 | 0.0149 | 38
met5 | - | 0 | 0
[final timing paths]
path	start	end	slack, ns	cells after the start
hold / removal	target_delay[0]$_SDFFE_PP0P_	target_delay[0]$_SDFFE_PP0P_	0.49	1
hold reg to reg	target_delay[0]$_SDFFE_PP0P_	target_delay[0]$_SDFFE_PP0P_	0.49	1
setup / recovery	lfsr[3]$_DFFE_PP_	target_delay[1]$_SDFFE_PP0P_	0.73	18
setup reg to reg	lfsr[3]$_DFFE_PP_	target_delay[1]$_SDFFE_PP0P_	0.73	18
[cell type report]
class	instances	area (um^2)
fill	872	5480
clock inverter	1	30.0
clock buffer	3	41.3
sequential	26	601
inverter	19	71.3
multi-input combinational	247	1860
timing repair buffer	13	125
tap	105	131
[sequential cells by signal, summed over array words and instances (netlist names)]
name	cells
delay_counter	8
ready	1
lfsr	8
delay_active	1
target_delay	8
[cells by family after synthesis]
kind of cell / share of synthesized area
fa+ha+maj: 0.0618
simple gates: 0.219
buf+inv: 0.0637
mux: 0.0323
xor+xnor: 0.0637
flops: 0.228
compound gates: 0.332
[metrics by stage]
stage,cells,power [mW],cell area [um^2],util
final,414,1.38,2860,0.343
after global routing,414,1.50,2860,0.343
after CTS,414,1.38,2860,0.343
after detailed placement,410,1.21,2790,0.335
after global placement,410,1.21,2790,0.335
after floorplan,306,1.05,2630,-
[power by group]
| part | switching (mW) | internal, mW |
|---|---|---|
| Clock | 0.0665 | 0.0993 |
| Sequential | 0.0614 | 0.245 |
| Combinational | 0.522 | 0.391 |
| Total | 0.650 | 0.735 |
[cells in the mapped netlist, types with 3 or more instances]
| library cell | n | area [um^2] |
|---|---|---|
| and3_1 | 5 | 31.3 |
| dfxtp_1 | 18 | 360 |
| nand3_1 | 9 | 45.0 |
| inv_1 | 19 | 71.3 |
| o221ai_1 | 3 | 26.3 |
| nand2_1 | 31 | 116 |
| xnor2_1 | 9 | 78.8 |
| nor3_1 | 5 | 25.0 |
| mux2i_1 | 4 | 40.0 |
| a21o_1 | 10 | 75.1 |
| nor2_1 | 22 | 82.6 |
| o21ai_0 | 19 | 95.1 |
| a32oi_1 | 4 | 35.0 |
| o21ai_1 | 5 | 25.0 |
| a21oi_1 | 14 | 70.1 |
| buf_6 | 4 | 45.0 |
| xor2_1 | 7 | 61.3 |
| nor3_4 | 3 | 48.8 |
| nand4_1 | 4 | 25.0 |
| o211ai_1 | 3 | 22.5 |
| buf_2 | 5 | 25.0 |
| nand2b_1 | 3 | 18.8 |
| ha_1 | 13 | 163 |
| a21boi_1 | 3 | 22.5 |
| edfxtp_1 | 8 | 240 |
| mux2_2 | 4 | 45.0 |
[critical path: stages (launching register included)]
cell and delay [ns]:
edfxtp_1 0.70, o21ai_4 0.36, nand2_1 0.09, ha_1 0.34, nand2b_1 0.21, a221oi_2 0.33, a21oi_1 0.13, or2_2 0.33
ha_1 0.24, o211ai_4 0.34, nand2_1 0.11, xnor2_1 0.14, inv_1 0.11, ha_1 0.24, nor2b_1 0.24, nor3_4 0.07
o21ai_4 0.22, nand3_1 0.11, a32o_1 0.27
Power is estimated from default activity; no workload was simulated.
