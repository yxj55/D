File: design.v
module ysyx_25030093_mux21(
    input [31:0] a,
    input [31:0] b,
    input s,
    output  reg [31:0] o
);
always @(*) begin
    case(s)
    1'b1: o = a;
    1'b0: o = b;
    endcase
end
endmodule
File: run.sh
#!/bin/bash
# OpenROAD 26Q1-2900-gdf79404cd8, Yosys 0.63+post, stock flow scripts
make -C /OpenROAD-flow-scripts/flow DESIGN_CONFIG=/design/flow/config.mk WORK_HOME=/design/flow/orfs finish
File: constraint.sdc
current_design ysyx_25030093_mux21

set clk_period 1.0
set clk_io_pct 0.2

create_clock -name clk0 -period $clk_period

set non_clock_inputs [all_inputs -no_clocks]
set_input_delay [expr $clk_period * $clk_io_pct] -clock clk0 $non_clock_inputs
set_output_delay [expr $clk_period * $clk_io_pct] -clock clk0 [all_outputs]
File: config.mk
export PLATFORM = sky130hd
export DESIGN_NAME = ysyx_25030093_mux21
export DESIGN_NICKNAME = ysyx_25030093_mux21
export VERILOG_FILES = /design/flow/design.v
export SDC_FILE = /design/flow/constraint.sdc
export NUM_CORES = 4
export LEC_CHECK = 1
export CORE_AREA = 10 10 70 70
export DIE_AREA = 0 0 80 80
==> impl_metrics.yaml <==
# implementation run metrics
outcome:
  status: "complete, but fails checks"
  violations: "setup timing"
final_timing:
  timing.final.ws_setup_ns: -0.1731
  finalCriticalPeriod_ns: 1.173
  rsz0062_at_grt: "yes"
  setup_viol: 32
  tightest_slew_ns: 0.1115
  fmax_mhz: 852.5
  drv_slew: 0
  final_hold_viol_count: 0
  post-route-period-util: 1.173
  relSlewSlack: 0.9257
pwr:
  power_density_nw_per_um2: 390.0
  leakage_nw: 0.8873
  vdd_drop_max_uv: 160.9
synthesis:
  synthAoiAreaFrac: 0
  xor_area_frac: 0
  ys_cells: 36
  ys_seq_share: 0
  ys_types: 4
  yosys_warnings: 1
  syn_area_um2: 544.3
  ys_sh_simple: 0
  syn_area_per_cell_um2: 15.12
  adder_share: 0
  synth_cells: 36
  ys_sh_mux: 0.8690
  top_logic_kind: "multiplexers"
  synth_chip_area_um2: 544.3
hold_path:
  hold_start: "b[18]"
  holdPathStages: 3
  whs_endpoint: "o[18]"
  hold_class: "primary input to primary output"
global_routing:
  antenna_found_initial: 0
  grt_max_degree: 11
  grt_pass1_wl_um: 3995
  grt-ovfl-total: 0
  grt_pass1_vias: 751
  gr-usage-all-layers: 0.07643
route:
  routed_wl_um: 2720
  antenna_cells: 0
  wl_per_cell_um: 14.86
  vias_per_cell: 3.770
  drc: 0
  route.vias.total: 690
  drt.antenna.violating_nets: 0
  dr.pass1.iters: 2
  drtIter0Drc: 3
critical_path:
  required_ns: 0.80
  cp_data_arrival_time_ns: 0.97
  crit_path_top_delay_cell: "clkdlybuf4s50_1"
  slowest_delay_ns: 0.40
  path_max_fanout: 1
  crit_chain: "clkdlybuf4s50_1, mux2_4, buf_6"
  worstSetupStartpointType: "primary input"
  critPathKind: "primary input to primary output"
  crit_path_end_kind: "primary output"
die:
  ioPinCount: 97
  die_area_um2: 6400
  die_h_um: 80
  core_area_um2: 3416
  floorplan.core_util: 0.1593
  rows: 21
  fp.dieW_um: 80
final_layout:
  final_area_um2: 1587
  ff_count: 0
  flop_area_um2: 0
  post-route-util: 0.4645
  syn2layout_area_growth_pct: 191.5
  drive_gt1_frac: 0.5328
  nFillCells: 345
  n_clock_buffer: 0
job:
  warnings: 34
  maxCapViolCount: 0
clock_network:
  cts_hold_buf: 0
place:
  postPlaceCellArea_um2: 1524
  io_buffers: 97
  hpwl_um: 2398
  gp_congestion: 0.7579
==> synthesized netlist by cell type <==
cell type	count	share of area
mux2_4	30	0.83
buf_12	3	0.11
mux2_2	2	0.041
buf_6	1	0.021
==> worst max-delay path, delay by kind of cell <==
family	cells	cell delay [ns]
mux	1	0.26
buf+inv	2	0.51
==> metrics by stage <==
stage / hold WS [ns] / power, mW / std cells / setup TNS [ns] / worst slack (ns)
after floorplan: 0.4977 / 0.2063 / 36 / 0 / 0.06690
after global placement: 1.353 / 0.6480 / 177 / -15.30 / -0.4974
after detailed placement: 1.355 / 0.6504 / 177 / -15.35 / -0.4989
after CTS: 0.8007 / 0.6078 / 183 / -3.970 / -0.1740
after global routing: 0.7127 / 0.6640 / 183 / -4.369 / -0.1959
final: 0.6917 / 0.6188 / 183 / -3.693 / -0.1731
==> cells by family after synthesis <==
logic type / count (synthesis)
mux: 32
buf+inv: 4
==> worst max-delay path by stage <==
| stage | startpoint | endpoint | slack, ns | cells after the start |
|---|---|---|---|---|
| 4_1_cts | s | o[12] | -0.17 | 5 |
| 6_report | a[27] | o[27] | -0.17 | 3 |
| 5_1_grt | s | o[14] | -0.20 | 5 |
==> power breakdown <==
part	internal (mW)	total (mW)	switching, mW	leakage [nW]
Combinational	0.487	0.619	0.132	0.887
Clock	0	0	0	0
Sequential	0	0	0	0
==> cell usage in the layout (no fill, tap or decap) <==
cell type        instances
dlygate4sd2_1           47
mux2_4                  32
buf_6                   21
buf_2                   12
clkdlybuf4s50_1         10
dlymetal6s2s_1           7
buf_12                   4
buf_8                    3
buf_16                   1
==> area by class of cell <==
type / instances / area (um^2) / area share
Timing Repair Buffer: 105 / 1049 / 0.6609
Multi-Input combinational cell: 32 / 480.5 / 0.3028
Tap cell: 46 / 57.56 / 0.03628
==> what timing repair did <==
action	CTS	global route
endpoints found under the setup margin	32	32
cloned	1	0
gates resized	170	15
pin swaps	0	0
setup buffers	5	0
==> per-layer routing <==
metal  share of wire  GRT usage  vias to the layer above
li1                -          -                      339
met1            0.37    0.08767                      300
met2            0.50     0.1364                       51
met3            0.13    0.03182                        0
met4               0          0                        0
met5               0          0                        -
Power figures rest on the tool's default switching activity, not on a simulated workload.
